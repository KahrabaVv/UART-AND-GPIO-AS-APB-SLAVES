==> /design/flow/design.v <==
`timescale 1ns / 1ps
module apbmaster(
input 		PCLK,
input 		PRESETn,
input 		[1:0]ADD, 
output reg	PSEL,
output reg	PENABLE,
output 		[31:0] PADDR,
output 		PWRITE,
output 		[31:0]PWDATA,
input  		[31:0]PRDATA,
input 		PREADY
    );
reg [31:0]cur_pwrite,nex_pwrite,cur_prdata,nex_prdata;
reg [1:0] cur_s,nex_s;
parameter idle = 2'b00,setup = 2'b01,access = 2'b10;
always @(posedge PCLK)
begin
	if(~PRESETn)
	begin
		cur_s <= idle;
		cur_pwrite <= 32'b0;
		end
	else
	begin
		cur_s <= nex_s;
		cur_pwrite <= nex_pwrite;
		cur_prdata <= nex_prdata;
	end
end 
always @(cur_s or ADD)
begin
	case(cur_s)
	idle:begin
			if(ADD[0])
			begin
			nex_s = setup;
			nex_pwrite = ADD[1];
			end
			else
			nex_s = idle;
			end
	setup:begin
				PSEL = 1;
				PENABLE = 0;
				nex_s = access;
			end
	access:begin
				PSEL = 1;
				PENABLE = 1;
				if(PREADY)
				begin
				if(~cur_pwrite)
				begin
				nex_prdata = PRDATA;
				nex_s = idle;
				end
				end
				else
				nex_s = access;
			end
	default:begin
	PSEL = 0;
	PENABLE = 0;
	nex_s = idle;
	nex_prdata = cur_prdata;
	nex_pwrite = cur_pwrite;
	end
	endcase
end
endmodule
==> /design/flow/run.sh <==
#!/bin/bash
# OpenROAD 26Q1-2900-gdf79404cd8, Yosys 0.63+post, stock flow scripts
make -C /OpenROAD-flow-scripts/flow DESIGN_CONFIG=/design/flow/config.mk WORK_HOME=/design/flow/orfs finish
==> /design/flow/config.mk <==
export PLATFORM = sky130hd
export DESIGN_NAME = apbmaster
export DESIGN_NICKNAME = apbmaster
export VERILOG_FILES = /design/flow/design.v
export SDC_FILE = /design/flow/constraint.sdc
export NUM_CORES = 4
export LEC_CHECK = 1
export CORE_UTILIZATION = 40
==> /design/flow/constraint.sdc <==
current_design apbmaster

set clk_period 1.0
set clk_io_pct 0.2

create_clock -name clk0 -period $clk_period [get_ports {PCLK}]

set non_clock_inputs [all_inputs -no_clocks]
set_input_delay [expr $clk_period * $clk_io_pct] -clock clk0 $non_clock_inputs
set_output_delay [expr $clk_period * $clk_io_pct] -clock clk0 [all_outputs]
==> results.tsv <==
metric	value	unit
Slowest-stage cell, CP	clkdlybuf4s50_1	
final tally of max-slew violations	0	
layout cells sized above 1	5.39	%
Max Root-Sink Buffers	2	
DPL Wire Length	1660	µm
Ant. Diodes	0	
Startpoint Class	input pin	
VDD IR max	0.641	mV
CTS tree	done	
Critical path buffers and inverters	2	
TritonCTS Buffers	5	
# DRC	0	
worst hold path class	in -> reg	
die area	0.00608	mm²
M3 GR Usage	2.39	%
leak pwr	1.05	nW
Warnings, synthesis	66	
initial antenna violation count	0	
yosys synthesis chip area	0.00231	mm²
Synthesized registers	70	
dpl cell area	0.00222	mm²
Die X	77.9	µm
CTS clk-pin slew, worst paths	0.07	ns
Syn-to-layout area delta	1.08	%
Power Total	2.68	mW
Synth Cell Area	0.00231	mm²
worst setup path class	in -> reg	
fp_density	41.6	%
DP Worst Slack	-0.0985	ns
final setup fails	0	
GPL Wtd Cong	0.694	
Distinct lib cells used	18	
GR Util met1	15.7	%
number of port buffers	6	
minimum clock period	0.805	ns
Pre-antenna DRT Iters	2	
largest net degree at the start of global routing	37	
RSZ-0062 raised after global routing	false	
Final Worst Setup Slack	0.195	ns
max frequency	1240	MHz
Initial DRC Count	32	
worst-path maximum fanout	34	
critical path, cell by cell	clkdlybuf4s50_1, buf_12, and2_1	
PwrDens	1150	mW/mm²
Final Cycle Share	80.5	%
cell count listed in synth_stat.txt	231	
FILL cells	522	
most frequent logic cell in the layout	conb_1	
final hold vios	0	
post-CTS setup buffers	0	
Ports	104	
max-cap violations	0	
GR Layer Usage met2	15.9	%
global routing's busiest layer	met2	
Crit. End Element	flip-flop	
via count of the routed design	1168	
vias in the first global route	1041	
cell family with the largest share of critical-path delay	buffers and inverters	
crit path DAT	1.03	ns
number of unconstrained endpoints	38	
most frequent cells in the layout	conb_1 (65), dlxtn_1 (36), and2_1 (35)	
CTS H-tree depth	2	
gr usage total	10.4	%
Vias per Instance	3.73	
Die H	77.9	µm
Post-CTS Resized	0	
Syn Area/Cell	9.99	µm²
grt total ovfl	0	
Largest stage delay, worst path	0.50	ns
Req. time, crit path	1.22	ns
status	finished, final reports clean	
Final ANT Viol Nets	0	
Tool Warnings	59	
hold_buf cts	0	
placement row count	27	
wire per inst	9.14	µm
fin area	0.00233	mm²
clk root buf	clkbuf_8	
core area	0.00554	mm²
first-pass GRT wire length	4810	µm
final wirelength	2860	µm
register pins left without a clock	36	
Cells after Synth	231	
==> logic make-up (layout without fill, tap and decap cells) <==
family	after synthesis	in the layout	synth area share [%]
AND/OR/NAND/NOR	80	80	21.7
flip-flops	34	34	29.5
latches	36	36	23.4
AND-OR/OR-AND	2	2	0.488
adder cells (fa/ha/maj)	3	3	1.63
buffers and inverters	74	20	22.6
other	1	65	0.163
multiplexers	1	1	0.488
==> flip-flops by register name (all words and copies together) (netlist names) <==
signal and flops:
cur_s 2, nex_pwrite 32, PSEL 1, PENABLE 1, nex_s 2, cur_pwrite 32
==> final cells by class <==
class | count | area (µm²) | share of cell area [%]
Multi-Input combinational cell | 151 | 805 | 34.5
Timing Repair Buffer | 9 | 95.1 | 4.08
Inverter | 3 | 11.3 | 0.483
Clock buffer | 8 | 110 | 4.72
Sequential cell | 70 | 1220 | 52.4
Tap cell | 72 | 90.1 | 3.86
==> per-stage QoR <==
stage                     TNS [ns]  utilization, %  instances  hold slack (ns)
after floorplan                  0               -        295            0.322
after global placement       -2.68            40.1        305             1.02
after detailed placement     -2.82            40.1        305             1.02
after CTS                        0            42.1        313            0.710
after global routing             0            42.1        313            0.723
final                            0            42.1        313            0.720
==> report_power, final <==
part / leakage, nW / internal, mW / switching (mW) / total, mW
registers: 0.549 / 1.41 / 0.00206 / 1.41
logic: 0.444 / 0.0356 / 0.0587 / 0.0943
clock network: 0.0575 / 0.695 / 0.476 / 1.17
total: 1.05 / 2.14 / 0.537 / 2.68
==> cell usage after synthesis <==
| library cell | count | area share [%] |
|---|---|---|
| conb_1 | 1 | 0.16 |
| inv_1 | 3 | 0.49 |
| or3_1 | 1 | 0.27 |
| or4_1 | 1 | 0.33 |
| nor2_1 | 1 | 0.16 |
| nand4_1 | 8 | 2.2 |
| nand2_1 | 2 | 0.33 |
| ha_1 | 3 | 1.6 |
| nor4_2 | 1 | 0.54 |
| buf_4 | 65 | 21 |
| mux2_2 | 1 | 0.49 |
| nor2b_1 | 31 | 8.4 |
| dfxtp_1 | 34 | 30 |
| dlxtn_1 | 36 | 23 |
| o21ai_0 | 1 | 0.22 |
| clkbuf_1 | 6 | 0.98 |
| o22ai_1 | 1 | 0.27 |
| and2_1 | 35 | 9.5 |
==> per-layer routing <==
metal / share of wire [%] / vias to the layer above
met5: 0 / -
met4: 1.6 / 0
met3: 5.5 / 4
met2: 42 / 48
met1: 51 / 517
li1: - / 599
==> path summary, 6_finish.rpt <==
check	start	to	slack (ns)	depth (start not counted)
min	PRESETn	cur_pwrite[0]	0.72	3
max	PRESETn	cur_pwrite[12]	0.20	3
No activity file was given, so power comes from the tool's default toggle rates.
